==> flow/design.v <==
module SD_D_Register  (Xn,Clk,Rst,Out);
  input [31:0]Xn;
  input Clk,Rst;
  output [31:0]Out;
  reg [31:0]Out;
  always @(posedge Clk)
  begin
  if (Rst)
    Out=32'd0;
  else
    Out=Xn;
  end
endmodule
==> flow/run.sh <==
#!/bin/bash
# OpenROAD 26Q1-2900-gdf79404cd8, Yosys 0.63+post, stock flow scripts
make -C /OpenROAD-flow-scripts/flow DESIGN_CONFIG=/design/flow/config.mk WORK_HOME=/design/flow/orfs finish
==> flow/config.mk <==
export PLATFORM = sky130hd
export DESIGN_NAME = SD_D_Register
export DESIGN_NICKNAME = SD_D_Register
export VERILOG_FILES = /design/flow/design.v
export SDC_FILE = /design/flow/constraint.sdc
export NUM_CORES = 4
export LEC_CHECK = 1
export CORE_AREA = 10 10 90 90
export DIE_AREA = 0 0 100 100
==> flow/constraint.sdc <==
current_design SD_D_Register

set clk_period 1.0
set clk_io_pct 0.2

create_clock -name clk0 -period $clk_period [get_ports {Clk}]

set non_clock_inputs [all_inputs -no_clocks]
set_input_delay [expr $clk_period * $clk_io_pct] -clock clk0 $non_clock_inputs
set_output_delay [expr $clk_period * $clk_io_pct] -clock clk0 [all_outputs]
==> qor.txt <==
Outcome: completed
Global Route met1 Usage: 5.332%
Max FFs per register: 32
Critical path peak fanout: 1
Area Overhead vs Synth: 90.72%
Wire length per cell after detailed routing: 12.04 um
Slowest CP cell: dfxtp_2
Max Cap Violations: 0
Width of the die: 100 um
Detailed Route WL: 2553 um
Type of the setup path with the least slack: reg2out
Critical path buffers and inverters: 1
Total cells reported by yosys after synthesis: 67
Initial antenna violation count: 0
Peak-usage layer in the global routing report: met2
Count of standard-cell rows: 29
Final weighted congestion in routability-driven placement: 0.6726
Sequential fraction of design power: 54.7%
Grt met2 use: 8.014%
Main area contributors: dfxtp_1, nor2b_1, buf_4
Count of different cell masters after synthesis: 3
DR pass1 iterations: 2
Core Region: 0.006277 mm^2
Final std cell area, no fill: 0.001647 mm^2
Global-route track usage on met3: 3.609%
CTS sink cnt: 32
Net switching power figure: 479.5 uW
Post-DP Area: 0.001608 mm^2
CTS tree: done
Data arrival time at the worst-slack endpoint: 0.75 ns
Post-Place Setup Slack: -0.1076 ns
DR iter-0 viols: 6
Static power due to leakage: 0.6579 nW
Vias post-DR: 671
Instance count along the most critical hold path: 2
Buffers added on ports: 65
Deepest clock path buffer count: 2
Data required time of the critical path: 0.80 ns
DRC violations left: 0
Diode insertion count for antenna repair: 0
Area figure in the yosys stat output: 863.3 um^2
Clk root buf: clkbuf_8
Final clock period utilization by the worst path: 95.11%
Max stage delay on crit path: 0.31 ns
Cells along the critical path: clkdlybuf4s15_1
Detailed-placement wirelength estimate: 2079 um
Largest delay share family, worst path: flip-flops
Cell taking the most area after synthesis: dfxtp_1
Total congestion overflow: 0
Min Clock Period, post-route: 0.9511 ns
Flops out of synthesis: 32
Transition time at the pin with the least slew margin: 0.1438 ns
Worst supply voltage drop on vdd: 0.4998 mV
Switching fraction of total power: 19.25%
Internal Dissipation: 2.012 mW
Number of warnings reported in the yosys synthesis log: 1
Relative contribution of the clock network to total power: 34.3%
Clock-pin slew reported for the worst setup and hold paths after clock tree synthesis: 0.06 ns
Number of max-slew violations in the final report: 0
Final hold violations: 0
Number of top-level design ports: 66
Setup violation total in the final timing report: 0
Part of the power in combinational logic: 11.0%
TritonCTS buffer count: 5
Die span in y: 100 um
Count of tool warnings: 25
Category of the worst setup path launch point: flop
Avg Synthesized Cell Area: 12.89 um^2
Detail Route Antenna Nets: 0
Min-Delay Path Class: in2reg
Area of the chip: 0.01000 mm^2
Starting utilization of the core area: 13.75%
Smallest hold slack: 0.4701 ns
Global-route total usage across every layer: 4.991%
Category of the worst setup path capture point: output pin
Hold path startpoint: Xn[5]
Cells after Synth: 67
RSZ-0062 raised after global routing: no
Slew margin rel.: 90.41%
Post-synth seq share: 74.20%
Wire length of the first global-routing pass: 3953 um
Number of global-route vias before repair: 699
Areal power density over the cells: 1513 mW/mm^2
Mapped cell area: 863.3 um^2
Fraction of layout cells with a size suffix above 1: 16.30%
Largest net degree at the start of global routing: 33
FMAX: 1051 MHz
Post-synth top area share: 74.20%
Vias per Instance: 3.165
Maximum level of the CTS H-tree: 2
Final worst slack: 0.04889 ns
Worst hold path endpoint: Out[5]
## worst max-delay path by stage
stage                   start  endpoint  cells past startpoint
final                 Out[29]   Out[29]                      1
after global routing   Out[3]    Out[3]                      1
after CTS              Out[6]    Out[6]                      1
## final cells by class
type,count,area [um^2]
fillers,653,4631
flip-flops and latches,32,650.6
well taps,77,96.34
repair buffers,66,630.6
clock buffers,5,68.82
multi-input cells,32,200.2
## cell families (layout without fill, tap and decap cells)
logic type,after synthesis,count (layout),synth area share (%)
AND/OR/NAND/NOR,32,32,23.19
flip-flops,32,32,74.20
buffers and inverters,3,71,2.609
## cell usage in the layout, fill, tap and decap left out
cell type,synthesis,layout
clkbuf_8,0,5
clkbuf_2,0,8
buf_12,0,1
clkdlybuf4s15_1,0,24
dfxtp_2,0,8
dfxtp_1,32,24
clkdlybuf4s50_1,0,33
nor2b_1,32,32
## power by group through the flow
stage | Combinational [mW] | Clock, mW | Sequential (mW)
4_1_cts | 0.294 | 0.919 | 1.36
5_1_grt | 0.305 | 0.986 | 1.37
6_report | 0.275 | 0.853 | 1.36
## cells in the mapped netlist
master / number
buf_4: 3
dfxtp_1: 32
nor2b_1: 32
## routing by layer
layer,vias to the layer above,part of all wire (%)
met5,-,0
met4,0,1.1
met3,5,14
met2,37,47
met1,295,38
li1,334,-
## per-stage QoR
step | setup TNS, ns | power [mW] | instances | util (%)
after floorplan | 0 | 1.430 | 67 | -
after global placement | -2.801 | 1.709 | 207 | 25.61
after CTS | 0 | 2.574 | 212 | 26.73
after global routing | 0 | 2.659 | 212 | 26.23
final | 0 | 2.492 | 212 | 26.23
after detailed placement | -3.113 | 1.712 | 207 | 25.61
## repair_timing
action / 4_1_cts / 5_1_grt
hold buffers: 0 / 0
hold endpoints to repair: 0 / 0
pin swaps: 0 / 0
gates resized: 65 / 15
buffers inserted: 0 / 0
setup endpoints to repair: 32 / 12
Power is estimated from default activity; no workload was simulated.
